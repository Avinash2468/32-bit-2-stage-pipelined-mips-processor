<file path="design/flow/config.mk">
export PLATFORM = sky130hd
export DESIGN_NAME = exe
export DESIGN_NICKNAME = exe
export VERILOG_FILES = /design/flow/design.v
export SDC_FILE = /design/flow/constraint.sdc
export NUM_CORES = 4
export LEC_CHECK = 1
export CORE_UTILIZATION = 30
export SYNTH_MEMORY_MAX_BITS = 65536
</file>
<file path="design/flow/constraint.sdc">
current_design exe

set clk_period 38.8
set clk_io_pct 0.2

create_clock -name clk0 -period $clk_period [get_ports {clk}]

set non_clock_inputs [all_inputs -no_clocks]
set_input_delay [expr $clk_period * $clk_io_pct] -clock clk0 $non_clock_inputs
set_output_delay [expr $clk_period * $clk_io_pct] -clock clk0 [all_outputs]
</file>
<file path="design/flow/design.v">
`timescale 1ns / 1ps
module ALU(a,b,zero,o_p,signal,shiftamt,flag,signctl);
input signctl;
input [31:0]a; 
input [31:0]b; 
input [4:0]shiftamt; 
input [4:0]signal; 
output reg [31:0] o_p; 
output reg zero,flag; 
always @(*)
	begin
	o_p = 0; 
	zero=0;
	flag=0;
	if (signal == 0) 
	begin
		{flag,o_p} = a+b;
	end
	else if(signal == 1) 
	begin
		o_p = a-b;
		  if (o_p == 0)
		begin
			zero=1;
		end
	end
	else if(signal == 2) 
	begin
		o_p = a & b;
	end
	else if(signal == 3) 
	begin
		o_p = a | b;
	end
	else if(signal == 4) 
	begin
		o_p = ~a & ~b;
	end
	else if(signal == 5) 
	begin
		o_p = b>>shiftamt;
	end
	else if(signal == 6) 
	begin
	if(signctl==0)
	begin
		if(a<b)
		begin
		o_p = 1;
		end
    end
    else if(signctl ==1)
    begin
    if($signed(a) < $signed(b))
    begin
    o_p=1;
    end
    end
	end
	else if(signal == 7)
	begin
		if(a>b)
		begin
			o_p = 1;
		end
	end
	else if(signal == 8) 
	begin
	o_p = a ^ b;
	end
	else if(signal == 9)  
    begin
    o_p= b>>>shiftamt;
    end
    else if(signal ==10) 
    begin
    if($signed(a)>0)
    begin
    zero=1;
    end
    end
    else if(signal ==11) 
        begin
        if($signed(a)<=0)
        begin
        zero=1;
        end
        end
    else if(signal ==12)  
            begin
            if(a!=b)
            begin
            zero=1;
            end
            end
   else if(signal ==13)  
   begin
   o_p = b<<shiftamt;
   end
end
endmodule
`timescale 1ns / 1ps
module Dec_exe(
input [31:0]inst,
output reg signctl,regdst, shiftctl,savepc, regwr, extop, 
output reg [4:0]signal,
output reg alusrc, memwr, memtoreg, jump, branch,
output reg [4:0] rs,rt,rd,
output reg [15:0] beq_offset,
output reg [25:0] jump_offset);
      always@(inst)
      begin
      rs = inst[25:21];
      rt = inst[20:16];
      rd = inst[15:11];
							regdst=1'bz;
                     regwr=0;
                     extop=1'bz;
                     signal=0;
                     alusrc=1'bz;
                     memwr=0;
                     memtoreg=1'bz;
                     jump=0;
                     branch=0;
                     beq_offset =0;
                     jump_offset=0;
                     shiftctl=1'bz;
                     signctl=1'bz;
							savepc=1'bz;
        if(inst[31:26]== 6'b000000)
            begin
             regdst=1;
                   regwr=1;
                   extop=1'bz;
                   alusrc=0;
                   memwr=0;
                   memtoreg=0;
                   jump=0;
                   branch=0;
            if(inst[5:0] == 6'b100000)  
                begin
                signal=0;
                end
            else if(inst[5:0] == 6'b100010)  
                begin
                signal=1;
                end
             else if(inst[5:0] == 6'b100100)  
                begin
                signal=2;
                end
             else if(inst[5:0] == 6'b100101)  
                begin
                signal=3;
                end
             else if(inst[5:0] == 6'b101010)  
                begin
                signal=6;
                signctl=1;
                end
            else if(inst[5:0] == 6'b101011)  
            begin
            signal=6;
            signctl=0;
            end
            else if(inst[5:0] == 6'b100111)  
            begin
            signal=4;
            end
            else if(inst[5:0] == 6'b000011)  
            begin
            signal=9;
            shiftctl=0;
            end
            else if(inst[5:0] == 6'b000111)  
            begin
            signal=9;
            shiftctl=1;
            end
            else if(inst[5:0] == 6'b000010 )  
            begin
            signal = 5;
            shiftctl=0;
            end
            else if(inst[5:0] == 6'b000110)  
           begin
           signal = 5;
           shiftctl=1;
           end
           else if(inst[5:0] == 6'b000000 )  
           begin
           signal = 13;
           shiftctl=0;
           end
           else if(inst[5:0] == 6'b000100)  
           begin
           signal = 13;
           shiftctl=1;
           end
           else if(inst[5:0] == 6'b100110)  
           begin
           signal = 8;
           end
			  end
        else if(inst[31:26]==6'b001000) 
            begin
            regdst=0;
            regwr=1;
            extop=1;
            signal=0;
            alusrc=1;
            memwr=0;
            memtoreg=0;
            jump=0;
            branch=0;
            end   
        else if(inst[31:26]==6'b001100) 
            begin
            regdst=0;
            regwr=1;
            extop=0;
            signal=2;
            alusrc=1;
            memwr=0;
            jump=0;
            branch=0;
            end 
       else if(inst[31:26]==6'b001101) 
            begin
            regdst=0;
            regwr=1;
            extop=0;
            signal=3;
            alusrc=1;
            memwr=0;
            memtoreg=0;
            jump=0;
            branch=0;
            end  
             else if(inst[31:26]==6'b001101) 
                       begin
                       regdst=0;
                       regwr=1;
                       extop=0;
                       signal=8;
                       alusrc=1;
                       memwr=0;
                       memtoreg=0;
                       jump=0;
                       branch=0;
                       end  
         else if(inst[31:26]==6'b001010) 
            begin
            regdst=0;
            regwr=1;
            extop=1;
            signal=6;
            alusrc=1;
            memwr=0;
            memtoreg=0;
            jump=0;
            branch=0;
            signctl = 1;
            end 
             else if(inst[31:26]==6'b001011) 
                       begin
                       regdst=0;
                       regwr=1;
                       extop=1;
                       signal=6;
                       alusrc=1;
                       memwr=0;
                       memtoreg=0;
                       jump=0;
                       branch=0;
                       signctl = 0;
                       end   
            else if(inst[31:26]==6'b100011) 
                 begin
                 regdst=0;
                 regwr=1;
                 extop=1;
                 signal=0;
                 alusrc=1;
                 memwr=0;
                 memtoreg=1;
                 jump=0;
                 branch=0;
                 end 
           else if(inst[31:26]==6'b101011) 
                  begin
                  regdst=1'bz;
                  regwr=0;
                  extop=1;
                  signal=0;
                  alusrc=1;
                  memwr=1;
                  memtoreg=1'bz;
                  jump=0;
                  branch=0;
                  end   
          else if(inst[31:26]==6'b001010) 
                  begin
                  regdst=1'bz;
                  regwr=0;
                  extop=1'bz;
                  signal=1;
                  alusrc=0;
                  memwr=0;
                  memtoreg=1'bz;
                  jump=0;
                  branch=1;
                  beq_offset =inst[15:0] ;
                  end
          else if(inst[31:26]==6'b000111) 
                  begin
                  regdst=1'bz;
                  regwr=0;
                  extop=1'bz;
                   signal=10;
                  alusrc=0;
                  memwr=0;
                  memtoreg=1'bz;
                  jump=0;
                  branch=1;
                  beq_offset =inst[15:0] ;
                  end
          else if(inst[31:26]==6'b000110) 
                  begin
                  regdst=1'bz;
                  regwr=0;
                  extop=1'bz;
                  signal=11;
                  alusrc=0;
                  memwr=0;
                  memtoreg=1'bz;
                  jump=0;
                  branch=1;
                  beq_offset =inst[15:0] ;
                  end   
          else if(inst[31:26]==6'b000101) 
                  begin
                  regdst=1'bz;
                  regwr=0;
                  extop=1'bz;
                  signal=12;
                  alusrc=0;
                  memwr=0;
                  memtoreg=1'bz;
                  jump=0;
                  branch=1;
                  beq_offset =inst[15:0] ;
                  end
          else if(inst[31:26]==6'b001010) 
                  begin
                  regdst=1'bz;
                  regwr=0;
                  extop=1'bz;
                  signal=1'bz;
                  alusrc=1'bz;
                  memwr=0;
                  memtoreg=1'bz;
                  jump=1;
                  branch=0;
                  jump_offset = inst[25:0];
                  end   
			 else if(inst[31:26]==6'b000011) 
                  begin
                  regdst=1'bz;
                  regwr=0;
                  extop=1'bz;
                  signal=1'bz;
                  alusrc=1'bz;
                  memwr=0;
                  memtoreg=1'bz;
                  jump=1;
                  branch=0;
                  jump_offset = inst[25:0];
						savepc=1;
                  end 		
          end 
endmodule
`timescale 1ns / 1ps
module exe(output [31:0] inst,input clk,output reg [31:0] reg_out,output reg [31:0] main_out,output regdst,output regwr,output savepc,output extop,output [4:0]signal,output alusrc,output memwr,output memtoreg,output jump,output branch,output signctl,output [31:0]o_p,output reg [31:0] nextinst,output shiftctl,output reg[31:0]final_write,output reg [31:0] b, output [31:0]a,output [4:0]rs,output [4:0]rt,output [4:0]rd);
reg[31:0] imm;
wire [15:0] beq_offset;
wire [25:0] jump_offset;
reg [31:0] final_write_add;
reg [ 4:0] shiftamt;
wire zero,flag;
reg [31:0]register_file[0:31];
reg [31:0]memory_file[0:255];
reg [7:0] inst_file[0:255];
reg [31:0] PC;
wire [31:0] b_temp,mem_val;
wire [29:0] PC_jump,PC_next1,beq_ibw;
reg [29:0] PC_next2,PC_next_final;
initial begin
register_file[0] = 0;  
register_file[1] = 1;
register_file[2] = 2;
register_file[3] = 3;
register_file[4] = 4;
register_file[5] = 5;
register_file[6] = 6; 
register_file[7] = 7;
register_file[8] = 8;
register_file[9] = 9;
register_file[10] = 10;
register_file[11] = 11;
register_file[12] = 12;
register_file[13] = 13;
register_file[14] = 14;
register_file[15] = 15;
register_file[16] = 16;
register_file[17] = 17; 
register_file[18] = 18;
register_file[19] = 19;
register_file[20] = 20;
register_file[21] = 21;
register_file[22] = 22;
memory_file[0] = 0;  
memory_file[1] = 10;
memory_file[2] = 20;
memory_file[3] = 30;
memory_file[4] = 40;
memory_file[5] = 50;
inst_file[0] = 8'b00100000;
inst_file[1] = 8'b00100000;
inst_file[2] = 8'b01000011;
inst_file[3] = 8'b00000000;
inst_file[4] = 8'b00100010;
inst_file[5] = 8'b00100000;
inst_file[6] = 8'b01000011;    
inst_file[7] = 8'b00000000;
inst_file[8] = 8'b00100100;
inst_file[9] = 8'b00100000;
inst_file[10] = 8'b01000011;
inst_file[11] = 8'b00000000;
inst_file[12] = 8'b00100101;
inst_file[13] = 8'b00100000;
inst_file[14] = 8'b01000011;
inst_file[15] = 8'b00000000;
inst_file[16] = 8'b00101010;
inst_file[17] = 8'b00100000;
inst_file[18] = 8'b01000011;
inst_file[19] = 8'b00000000;
inst_file[20] = 8'b00111110;
inst_file[21] = 8'b00000000;
inst_file[22] = 8'b01000011;
inst_file[23] = 8'b00100000;
inst_file[24] = 8'b00111110;
inst_file[25] = 8'b00000000;
inst_file[26] = 8'b01000011;
inst_file[27] = 8'b00101000;			
inst_file[28] = 8'b00000001;
inst_file[29] = 8'b00000000;
inst_file[30] = 8'b01000011;
inst_file[31] = 8'b10001100;	
inst_file[32] = 8'b00000001;
inst_file[33] = 8'b00000000;
inst_file[34] = 8'b01000011;
inst_file[35] = 8'b10101100;	
inst_file[37] = 8'b00000000;
inst_file[38] = 8'b01000011;
inst_file[39] = 8'b00101000;				
inst_file[40] = 8'b00111110;
inst_file[41] = 8'b00000000;
inst_file[42] = 8'b01000011;
inst_file[43] = 8'b00010000;
inst_file[44] = 8'b00111110;
inst_file[45] = 8'b00000000;
inst_file[46] = 8'b01000011;
inst_file[47] = 8'b00001000;
PC = 0;
end
assign PC_jump = {PC[31:28],jump_offset[25:0]};
assign PC_next1 = PC[31:2]+30'd1;
assign beq_ibw = {{14{beq_offset[15]}},beq_offset[15:0]}+PC_next1;
always @(beq_ibw or PC_next1 or zero or branch)
begin
if(branch == 1 & zero == 1)
begin
PC_next2 = beq_ibw;
end
else
begin
PC_next2 = PC_next1;
end
end
always @(jump or PC_next2 or PC_jump)
begin
if(jump==1)
begin
PC_next_final=PC_jump;
end
else
begin
PC_next_final=  PC_next2;
end
end
always@(negedge clk)
begin
nextinst = {inst_file[PC+3],inst_file[PC+2],inst_file[PC+1],inst_file[PC]};
PC[31:0] = {PC_next_final,{2{1'b0}}};
end
assign inst = nextinst;
Dec_exe D1(inst,signctl,regdst,shiftctl,savepc,regwr,extop,signal,alusrc,memwr,memtoreg,jump,branch,rs,rt,rd,beq_offset,jump_offset);  
always @(extop or inst[15:0])
begin
imm[31:0] = 32'bz;
if(extop==1)
begin
imm[31:0]={{16{inst[15]}},inst[15:0]}; 
end
else if (extop==0)
begin
imm[31:0]={{16{1'b0}},inst[15:0]};  
end
end 
assign a = register_file[rs]; 
assign b_temp = register_file[rt];
always @(alusrc or b_temp or imm) 
begin
if(alusrc==0)
begin
b = b_temp;
end
else
begin
b = imm;
end
end
always @(shiftctl or a or inst)
begin
if(shiftctl==0)
begin
shiftamt= inst[10:6];
end
else if(shiftctl==1)
begin
shiftamt=a;
end
end
ALU A1(a,b,zero,o_p,signal,shiftamt,flag,signctl);
assign mem_val= memory_file[o_p];
always @ (memtoreg or o_p or mem_val)   
begin
final_write = 32'bz;
if(memtoreg==0)
begin
final_write = o_p;
end
else if(memtoreg==1)
begin
final_write = mem_val;
end
end
always @(rd or rt or regdst)  
begin
final_write_add = 32'bz;
if(regdst==1)
begin
final_write_add = rd;
end
else if(regdst==0)
begin
final_write_add = rt;
end
end
always @(negedge clk)  
begin
if(regwr==1)
begin
register_file[final_write_add] = final_write;
reg_out = final_write;
end
if(savepc==1)
begin
register_file[31]=PC+8;
end
end
always @(negedge clk) 
begin
if((memwr==1))
begin
memory_file[b] = o_p;
main_out=o_p;
end
end
endmodule
</file>
<file path="design/flow/run.sh">
#!/bin/bash
# OpenROAD 26Q1-2900-gdf79404cd8, Yosys 0.63+post, stock flow scripts
make -C /OpenROAD-flow-scripts/flow DESIGN_CONFIG=/design/flow/config.mk WORK_HOME=/design/flow/orfs finish
</file>
==> summary.txt <==
Results of the implementation run.

The initial standard-cell utilization of the core is 30.3%. met2 is the most crowded layer. The final-layout worst hold slack came out at 0.455 ns. The global-route track usage on met2 came out at 27.8%. The required time of the critical path is 31.04 ns.

Across all setup checks in the final design, the least slack found is 3.41 ns. The cell chosen for the clock root is sky130_fd_sc_hd__clkbuf_16. The number of storage elements in the synthesis netlist is 1599.

The number of buffers created by CTS is 169. The critical path buffer and inverter count is 6. The number of flops mapped to enable cells by yosys came out at 1584. The total half-perimeter wirelength after legalization and detailed placement came out at 119000 um. The placement report lists the number of port buffers as 173. Across the run, the number of max-cap violations was 0. The fraction of the mapped netlist area in adder cells is 0.307%. The most critical min-delay path falls under flip-flop to flip-flop. The maximum fanout count along the critical path is 42.

The AND-OR/OR-AND share of the synthesized area is 4.68%. The placement summary gives the final routability congestion estimate as 0.913. The number of buffers inserted for hold repair after clock tree synthesis came out at 0.

For this run, the register share of the synthesized area comes to 73.3%. After synthesis, the design contains 5075 cells according to Yosys. During synthesis, Yosys emitted a total of 38 warnings. In the global route stage, overall resource usage came out at 20.4%. The pre-CTS setup slack came out at 4.39 ns. Per the summary, power density relative to cell area is 50.7 nW/um2. The fraction of synthesized cell area in xor and xnor cells came out at 0.0805%. The slowest stage of the critical path belongs to the cell sky130_fd_sc_hd__nor2_1.

The remaining antenna violation count after routing is 0. The flow ran to the end, and the final reports show no timing, DRC or antenna violations. The number of global-route vias before repair came to 50400. The timing report gives the biggest stage delay along the critical path as 0.64 ns. The final wirelength is 212000 um. Synthesis produced a netlist whose cell count is 5075. The region available for standard cell placement spans 215000 um2. The timing report shows the most common cell along the critical path to be sky130_fd_sc_hd__nor2_1. After global routing the overflow that remains totals 0. Setup total negative slack on the finished layout was measured at 0 ns.

Yosys reported that registers with async set or reset make up 0%. The number of instances resized during post-cts repair came out at 0. The first detailed-routing pass ran for 6 iterations.

Looking at the max-slew report, the worst-margin pin has a slew of 1.18 ns. The DRC marker count from the first detailed-route iteration is 3466. STA classifies the critical path endpoint as an output pin.

The H-tree depth came out at 4. The synthesized area per cell is 12.9 um2. The number of hold violations in the final report came out at 0. For this sky-water flow run, the detailed-routed wirelength per cell is reported as 21.6 um. The clock transition time at the flip-flop clock pins of the worst setup and hold paths came out at 0.04 ns. The maximum ir drop on the vdd rail came out at 0.0394 mV. The share of cell area taken by muxes after synthesis is 0.885%. The max-slew violation count is 0. The setup clock skew after layout came out at 0.0318 ns. The detailed-route via count came out at 47400.

The worst setup path is launched from a flip-flop. The initial antenna violation count is 11. The largest total area in the synthesized netlist belongs to sky130_fd_sc_hd__edfxtp_1. The leakage power came out at 33.9 nW. For reference, the top logic cell family by area is simple AND/OR/NAND/NOR gates. In the final report, the number of endpoints failing setup comes to 0. According to the floorplan report, the die height is 469 um. The row count is 170.

The synthesized netlist occupies a cell area of 65300 um2. The floorplan die width is 469 um. The report lists the cells along the critical path as mux2_2 -> nor3_2 -> inv_1 -> ha_1 -> nor2b_1 -> a21oi_1 -> nor2_1 -> ha_1 -> nand4_1 -> a21o_1 -> inv_2 -> buf_4 -> buf_4 -> nor2_1 -> nand3_1 -> nor2_1 -> buf_4 -> nand3_1 -> nand3_1 -> nor2_1 -> nand4_1 -> clkdlybuf4s50_1. The number of post-CTS setup repair buffers came out at 0. Global routing consumed, on the met3 layer, 17.9% of the routing resources. The met1 routing resource usage after global routing came out at 21.5%.

The clock passes through at most 3 buffers. The post-synthesis simple-gate area fraction came out at 16.5%. Setup repair after global routing left no endpoint under its margin. The main area contributors are sky130_fd_sc_hd__edfxtp_1 (73%), sky130_fd_sc_hd__nand2_1 (8.6%), sky130_fd_sc_hd__nand3_1 (4.6%).

The first-pass GRT wire length is 307000 um. TritonCTS built the clock tree. The data arrival time of the worst path is 27.63 ns. The routed design shows a via density per instance of 4.83. The synthesized netlist contains 80 unique library cells. The die outline area is 220000 um2.

The portion of synthesized cell area occupied by the leading cell type is 72.8%. For this run, the leading register cell type out of synthesis is sky130_fd_sc_hd__edfxtp_1. The gate family responsible for the most delay along the worst path is simple AND/OR/NAND/NOR gates.

The number of sinks handled by clock tree synthesis came out at 1599. The maximum number of pins on one net before global-route repair is 150. Yosys reports a chip area of 65300 um2. The critical path is of the flip-flop to output pin type. The top-level I/O count came out at 288. The area added between synthesis and finish came out at 25.5%.

The fraction of final layout cells with drive strength greater than 1 is 8.22%. The detailed-route DRC error count is 0. The worst-skew pair later-pin latency is 0.80 ns. The worst slew margin relative to its limit is 21.5%. The number of logged tool warnings is 1052. The power after layout came out at 4.16 mW.
-- synth_stat cells (42+ instances only) --
| library cell | instances |
|---|---|
| sky130_fd_sc_hd__edfxtp_1 | 1584 |
| sky130_fd_sc_hd__nand2_1 | 1501 |
| sky130_fd_sc_hd__nand3_1 | 602 |
| sky130_fd_sc_hd__buf_4 | 175 |
| sky130_fd_sc_hd__buf_2 | 167 |
| sky130_fd_sc_hd__a311oi_1 | 144 |
| sky130_fd_sc_hd__and3_1 | 124 |
| sky130_fd_sc_hd__nor2_1 | 124 |
| sky130_fd_sc_hd__clkbuf_1 | 85 |
| sky130_fd_sc_hd__a31oi_1 | 79 |
| sky130_fd_sc_hd__a21oi_1 | 71 |
| sky130_fd_sc_hd__buf_1 | 45 |
| sky130_fd_sc_hd__mux2i_1 | 42 |
-- cell type report --
class / count / area (um2)
sequential: 1599 / 47900
clock buffer: 173 / 4330
tap: 2838 / 3550
inverter: 26 / 133
antenna: 3 / 7.51
multi-input combinational: 3084 / 15500
fill: 19800 / 134000
timing repair buffer: 358 / 3200
clock inverter: 1734 / 7360
-- worst register-to-register path, cell delays in order (launching register included) --
cell	delay, ns
sky130_fd_sc_hd__dfxtp_1	0.60
sky130_fd_sc_hd__mux2_2	0.40
sky130_fd_sc_hd__nor3_2	0.40
sky130_fd_sc_hd__inv_1	0.26
sky130_fd_sc_hd__ha_1	0.25
sky130_fd_sc_hd__nor2b_1	0.15
sky130_fd_sc_hd__a21oi_1	0.17
sky130_fd_sc_hd__nor2_1	0.10
sky130_fd_sc_hd__ha_1	0.29
sky130_fd_sc_hd__nand4_1	0.07
sky130_fd_sc_hd__a21o_1	0.34
sky130_fd_sc_hd__inv_2	0.23
sky130_fd_sc_hd__buf_4	0.44
sky130_fd_sc_hd__buf_4	0.59
sky130_fd_sc_hd__nor2_1	0.28
sky130_fd_sc_hd__nand3_1	0.44
sky130_fd_sc_hd__nor2_1	0.29
sky130_fd_sc_hd__buf_4	0.26
sky130_fd_sc_hd__nand3_1	0.10
sky130_fd_sc_hd__nand3_1	0.23
sky130_fd_sc_hd__nor2_1	0.64
sky130_fd_sc_hd__nand4_1	0.40
-- layer usage --
layer / wire length, um / share of wire [%]
met5: 667 / 0.31
met4: 8720 / 4.1
met3: 36500 / 17
met2: 94200 / 44
met1: 72100 / 34
-- registers in the layout (all words and copies together) (netlist names) --
name         cells
reg_out         24
main_out        24
memory_file   1536
nextinst        11
PC               4
-- metrics by stage --
| stage | instances | area (um2) | util, % |
|---|---|---|---|
| 2_1_floorplan | 5187 | 65700 | - |
| 3_3_place_gp | 7906 | 70200 | 32.6 |
| 3_5_place_dp | 7906 | 70200 | 32.6 |
| 4_1_cts | 9812 | 81900 | 38.0 |
| 5_1_grt | 9813 | 81900 | 38.0 |
| 6_report | 9815 | 81900 | 38.0 |
-- final timing paths --
| check | end | from | slack (ns) | cells after the start |
|---|---|---|---|---|
| worst max-delay path | final_write[12] | nextinst[27] | 3.41 | 22 |
| worst max register to register | reg_out[12] | nextinst[27] | 31.51 | 21 |
| worst min register to register | PC[2] | PC[2] | 0.46 | 1 |
| worst min-delay path | PC[2] | PC[2] | 0.46 | 1 |
-- cells by family after synthesis --
family	after synthesis
multiplexers	51
AND-OR/OR-AND	418
AND/OR/NAND/NOR	2479
XOR/XNOR	6
adder cells (fa/ha/maj)	16
buffers and inverters	504
other	2
flip-flops	1599
-- where the power goes --
part / switching, mW / internal [mW] / total [mW]
Sequential: 0 / 1.88 / 1.88
Clock: 1.09 / 1.18 / 2.27
Combinational: 0.000241 / 0 / 0.000245
-- placed cells by master, fill, tap and decap left out, types with 17 or more instances in the layout --
| cell | Yosys | routed |
|---|---|---|
| sky130_fd_sc_hd__a21oi_1 | 71 | 55 |
| sky130_fd_sc_hd__a21oi_4 | 1 | 17 |
| sky130_fd_sc_hd__a311oi_1 | 144 | 144 |
| sky130_fd_sc_hd__a31oi_1 | 79 | 79 |
| sky130_fd_sc_hd__and3_1 | 124 | 123 |
| sky130_fd_sc_hd__buf_4 | 175 | 179 |
| sky130_fd_sc_hd__bufinv_16 | 0 | 22 |
| sky130_fd_sc_hd__clkbuf_16 | 0 | 173 |
| sky130_fd_sc_hd__clkdlybuf4s50_1 | 0 | 173 |
| sky130_fd_sc_hd__clkinvlp_2 | 0 | 42 |
| sky130_fd_sc_hd__conb_1 | 2 | 114 |
| sky130_fd_sc_hd__edfxtp_1 | 1584 | 1584 |
| sky130_fd_sc_hd__inv_1 | 20 | 1659 |
| sky130_fd_sc_hd__mux2i_1 | 42 | 42 |
| sky130_fd_sc_hd__nand2_1 | 1501 | 1500 |
| sky130_fd_sc_hd__nand3_1 | 602 | 602 |
| sky130_fd_sc_hd__nand4_1 | 31 | 31 |
| sky130_fd_sc_hd__nor2_1 | 124 | 57 |
| sky130_fd_sc_hd__nor2_2 | 1 | 64 |
| sky130_fd_sc_hd__o21ai_0 | 22 | 22 |
| sky130_fd_sc_hd__o22ai_1 | 24 | 23 |
| sky130_fd_sc_hd__or3_1 | 31 | 31 |
Power figures rest on the tool's default switching activity, not on a simulated workload.
